[flow/run.sh]
#!/bin/bash
# OpenROAD 26Q1-2900-gdf79404cd8, Yosys 0.63+post, stock flow scripts
make -C /OpenROAD-flow-scripts/flow DESIGN_CONFIG=/design/flow/config.mk WORK_HOME=/design/flow/orfs finish
[flow/constraint.sdc]
current_design top_knightrider

set clk_period 1.4
set clk_io_pct 0.2

create_clock -name clk0 -period $clk_period [get_ports {clk}]

set non_clock_inputs [all_inputs -no_clocks]
set_input_delay [expr $clk_period * $clk_io_pct] -clock clk0 $non_clock_inputs
set_output_delay [expr $clk_period * $clk_io_pct] -clock clk0 [all_outputs]
[flow/design.v]
module decoder3to8 (
    input  wire [2:0] sel,
    output wire [7:0] y
);
    assign y = 8'b0000_0001 << sel;
endmodule
module top_knightrider (
    input  wire       clk,
    input  wire       arst,      
    input  wire       en,        
    output wire [7:0] leds       
);
    wire       dir;
    wire [3:0] count;
    wire [2:0] pos = count[2:0];
    wire       dir_next = dir ? ((pos == 3'd7) ? 1'b0 : 1'b1)
                              : ((pos == 3'd0) ? 1'b1 : 1'b0);
    wire       en_cnt = en;  
    two_state_fsm u_fsm (
        .clk (clk),
        .arst(arst),
        .pos (pos),
        .dir (dir)
    );
    updown_counter4 u_cnt (
        .clk (clk),
        .arst(arst),
        .en  (en_cnt),
        .dir (dir_next),
        .q   (count)
    );
    decoder3to8 u_dec (
        .sel(pos),
        .y  (leds)
    );
endmodule
module two_state_fsm (
    input  wire       clk,
    input  wire       arst,    
    input  wire [2:0] pos,     
    output reg        dir      
);
    localparam RIGHT = 1'b1;
    localparam LEFT  = 1'b0;
    always @(posedge clk or posedge arst) begin
        if (arst) begin
            dir <= RIGHT;  
        end else begin
            case (dir)
                RIGHT: dir <= (pos == 3'd7) ? LEFT : RIGHT;
                LEFT:  dir <= (pos == 3'd0) ? RIGHT : LEFT;
                default: dir <= RIGHT;
            endcase
        end
    end
endmodule
module updown_counter4 (
    input  wire       clk,
    input  wire       arst,     
    input  wire       en,       
    input  wire       dir,      
    output reg  [3:0] q
);
    always @(posedge clk or posedge arst) begin
        if (arst) begin
            q <= 4'd0;
        end else if (en) begin
            if (dir) q <= q + 4'd1;
            else     q <= q - 4'd1;
        end
    end
endmodule
[flow/config.mk]
export PLATFORM = sky130hd
export DESIGN_NAME = top_knightrider
export DESIGN_NICKNAME = top_knightrider
export VERILOG_FILES = /design/flow/design.v
export SDC_FILE = /design/flow/constraint.sdc
export NUM_CORES = 4
export LEC_CHECK = 1
export CORE_AREA = 10 10 70 70
export DIE_AREA = 0 0 80 80
==> notes.org <==
* Implementation run

** Clock tree
- Total clock buffers created by CTS :: 3
- CTS sink count :: 4
- TritonCTS built the clock tree.
- In this run the number of H-tree levels came out at 1.
- On the worst setup and hold paths after CTS, the clock-pin slew comes to 40 ps.
- Bufs on Longest Clock Path :: 2
- Number of hold buffers added after cts :: 0
- Clock Latency Late Sink :: 230 ps
- Clock root buffer master :: sky130_fd_sc_hd__clkbuf_4

** Placed design
- Total cell area at the placement stage :: 536 sq um
- Input and output buffers added on the ports amount to 10.
- Worst slack after detailed placement :: -214 ps
- Placer's final routability congestion estimate :: 0.729
- Detailed placement ended at an HPWL of 713 microns.

** Die
- Die H :: 80 microns
- Total I/O pin count :: 11
- Placement Rows :: 21
- The horizontal die dimension reported for this design is 80 microns.
- DIE AREA :: 6400 sq um
- Initial core utilization :: 0.0960
- Total core area :: 3420 sq um

** Final timing
- Post-route clock period utilization :: 1.20
- Per the final timing report, the hold violations number 0.
- Post-layout min period :: 1670 ps
- Setup repair after global routing could not meet its margin everywhere.
- After layout, the worst setup slack is -275 ps.
- Setup Total Neg Slack :: -1070 ps
- Worst setup skew after layout :: 7.22 ps
- The last timing report of the flow puts the setup violation total at 9.
- Upper clock frequency limit :: 0.597 GHz
- Final Max Tran Viols :: 0
- Looking at the max-slew report, the worst-margin pin has a slew of 195 ps.
- The max-slew check reports its worst relative slack as 0.869.

** Detailed routing
- Per the log, the first TritonRoute iteration ended with a DRC count of 15.
- Post-DRT Antenna Nets :: 0
- For this run, the detailed router reports a per-instance via density of 3.28.
- The final layout contains routed wiring with a total length of 1.14 mm.
- The routed design shows a wire length per standard cell of 9.41 microns.
- After detailed routing, the number of remaining DRC violations is 0.
- For this run, the script counts the antenna cells in the layout as 0.
- Across all layers, the routed design uses 397 vias.
- Initial DRT Pass Iterations :: 4

** Hold path
- Worst min path class :: input port to asynchronous set/reset pin

** Worst setup path
- OpenSTA lists the critical path startpoint as u_cnt.q[2]$_DFFE_PP0P_.
- STA classifies the critical path startpoint as a flip-flop.
- By startpoint and endpoint, the worst setup path is classified as flip-flop to flip-flop.
- Last element of the critical path :: u_cnt.q[2]$_DFFE_PP0P_
- In this run the critical register-to-register path is captured at u_cnt.q[2]$_DFFE_PP0P_.
- At the worst endpoint, the required time is 1500 ps.
- STA reports a reg2reg setup slack of -270 ps.
- CP max FO :: 3
- STA classifies the critical path endpoint as a flip-flop.
- Data on the critical path arrives at its endpoint at 1780 ps.
- Per the timing report, the most critical flop-to-flop path originates at u_cnt.q[2]$_DFFE_PP0P_.
- Length in cells of the worst reg-to-reg path :: 7

** GRT
- The initial antenna violation count came to 0.
- The first global-routing pass estimated 1.79 mm of wire.
- Entering global routing, the biggest net connects 6 pins.
- Overall fraction of global-route tracks in use :: 0.0334
- For this run the aggregate overflow at the end of global routing stands at 0.
- Via count of the first global-routing pass :: 408

** Finish
- Most used cells in the layout excluding fill and tap cells :: sky130_fd_sc_hd__buf_4 (15), sky130_fd_sc_hd__buf_6 (14), sky130_fd_sc_hd__buf_2 (4)
- Area added between synthesis and finish :: 129%
- Layout cell share with drive strength beyond 1 :: 0.707
- Combined flip-flop and latch cell area :: 104 sq um
- Area of combinational cells with multiple inputs :: 235 sq um
- In the final layout, the fill cell count is 374.
- Design Area, Final :: 751 sq um
- Utilization of the core after routing :: 0.220
- Commonest Layout Cell :: sky130_fd_sc_hd__buf_4

** Status
- Result of the run :: finished, violations left
- The checks that failed: setup timing.

** Run
- The number of maximum-capacitance violations recorded for the run is 0.
- Number of warnings in the stage logs :: 28

** Pwr
- Total power normalized to cell area comes to 2440 nW/um^2.
- Cell leakage power :: 0.351 nW
- Maximum resistive drop on vdd :: 0.000560 V

** Logic synthesis
- Post-synthesis average cell area :: 8.63 sq um
- For this run, the register share of the synthesized area comes to 0.309.
- Yosys mapped the design onto 22 distinct sky130hd cell types.
- Registers, synthesis :: 4
- Yosys synthesis warning count :: 2
- Area share of the largest cell type after synthesis :: 0.229
- sky130_fd_sc_hd__dfrtp_1 takes more of the synthesized area than any other cell.
- Yosys Chip Area :: 328 sq um
- Sorting the synthesized cells by area gives the leading types as sky130_fd_sc_hd__dfrtp_1 (23%), sky130_fd_sc_hd__buf_6 (14%), sky130_fd_sc_hd__dfstp_2 (8.0%).
- Summed instance area of the synthesized netlist :: 328 sq um
- Ys cells :: 38
- The synthesized instance count is 38.
[cell type report]
type	instances	area share
clock buffer	4	0.0350
inverter	1	0.00500
multi-input combinational	29	0.313
timing repair buffer	37	0.432
tap	46	0.0767
sequential	4	0.138
[cells by family after synthesis]
group	count (synthesis)	synth area share
AOI/OAI and AO/OA	6	0.126
xor gates and xnor gates	1	0.0267
adders and majority gates	1	0.0382
buffers and inverters	5	0.149
DFF	4	0.309
muxes	1	0.0343
and+or+nand+nor	20	0.317
[report_power, final]
part | leakage [nW] | switching [mW] | internal [mW]
Clock | 0.0150 | 0.0464 | 0.107
Sequential | 0.0442 | 0.0795 | 0.196
Combinational | 0.292 | 0.520 | 0.882
Total | 0.351 | 0.646 | 1.18
[worst max-delay path: stages (launching register included)]
cell                      delay (ps)
sky130_fd_sc_hd__dfrtp_1         400
sky130_fd_sc_hd__buf_6           130
sky130_fd_sc_hd__nor2_2          110
sky130_fd_sc_hd__o31ai_2          70
sky130_fd_sc_hd__ha_2            180
sky130_fd_sc_hd__or4b_1          470
sky130_fd_sc_hd__o31ai_1          80
sky130_fd_sc_hd__o21ai_1         100
[worst min path at each step]
| stage | startpoint | to | slack, ps | cells past startpoint |
|---|---|---|---|---|
| global route | arst | u_cnt.q[2]$_DFFE_PP0P_ | 260 | 2 |
| finish | arst | u_cnt.q[2]$_DFFE_PP0P_ | 220 | 2 |
| CTS | arst | u_cnt.q[2]$_DFFE_PP0P_ | 210 | 2 |
[registers in the layout (all words and copies together), names as in the netlist]
register   count
u_cnt.q        3
u_fsm.dir      1
[layer usage]
layer / track usage / share of wire
met2: 0.0538 / 0.47
met1: 0.0407 / 0.49
met3: 0.0148 / 0.047
met4: 0.00528 / 0
met5: 0 / 0
[Yosys cell counts]
| library cell | number |
|---|---|
| sky130_fd_sc_hd__buf_6 | 4 |
| sky130_fd_sc_hd__nor3_1 | 1 |
| sky130_fd_sc_hd__a21oi_1 | 1 |
| sky130_fd_sc_hd__ha_1 | 1 |
| sky130_fd_sc_hd__a21o_1 | 1 |
| sky130_fd_sc_hd__mux2_2 | 1 |
| sky130_fd_sc_hd__o31ai_1 | 2 |
| sky130_fd_sc_hd__nand4_1 | 1 |
| sky130_fd_sc_hd__and3b_1 | 1 |
| sky130_fd_sc_hd__dfstp_2 | 1 |
| sky130_fd_sc_hd__dfrtp_1 | 3 |
| sky130_fd_sc_hd__and3_2 | 1 |
| sky130_fd_sc_hd__a41oi_1 | 1 |
| sky130_fd_sc_hd__and2_1 | 2 |
| sky130_fd_sc_hd__nand2_1 | 4 |
| sky130_fd_sc_hd__nand3_1 | 1 |
| sky130_fd_sc_hd__o21ai_1 | 1 |
| sky130_fd_sc_hd__or4b_1 | 1 |
| sky130_fd_sc_hd__nor2_1 | 7 |
| sky130_fd_sc_hd__xor2_1 | 1 |
| sky130_fd_sc_hd__nor3b_1 | 1 |
| sky130_fd_sc_hd__inv_1 | 1 |
[timing repair]
item	4_1_cts	5_1_grt
resized	44	9
pin swaps	8	5
buffers inserted	13	3
endpoints found under the setup margin	10	10
[through the flow]
stage | total power [mW] | cells | hold WS [ps]
4_1_cts | 1.64 | 118 | 213
3_3_place_gp | 1.07 | 102 | 477
5_1_grt | 1.98 | 121 | 261
2_1_floorplan | 0.716 | 38 | 45.4
6_report | 1.83 | 121 | 217
3_5_place_dp | 1.09 | 102 | 470
Power figures rest on the tool's default switching activity, not on a simulated workload.
