--- flow/design.v ---
module pwm_divider #(
    parameter CLK_FREQ = 50_000_000   
)(
    input  wire clk,
    input  wire rstn,
    input  wire [1:0] pow2,    
    input  wire [1:0] pow5,    
    output reg  tick           
);
    localparam integer BASE_DIV = 1000;
    reg [31:0] counter;
    reg [31:0] limit;
    function [31:0] pow5_factor(input [1:0] p5);
        case (p5)
            2'd0: pow5_factor = 1;     
            2'd1: pow5_factor = 5;     
            2'd2: pow5_factor = 25;    
            default: pow5_factor = 125;  
        endcase
    endfunction
    always @(*) begin
        limit = (BASE_DIV << pow2);         
        limit = limit * pow5_factor(pow5);  
    end
    always @(posedge clk) begin
        if (!rstn) begin
            counter <= 0;
            tick <= 1'b0;
        end else begin
            if (counter == limit - 1) begin
                counter <= 0;
                tick <= 1'b1;   
            end else begin
                counter <= counter + 1;
                tick <= 1'b0;
            end
        end
    end
endmodule
--- flow/run.sh ---
#!/bin/bash
# OpenROAD 26Q1-2900-gdf79404cd8, Yosys 0.63+post, stock flow scripts
make -C /OpenROAD-flow-scripts/flow DESIGN_CONFIG=/design/flow/config.mk WORK_HOME=/design/flow/orfs finish
--- flow/config.mk ---
export PLATFORM = sky130hd
export DESIGN_NAME = pwm_divider
export DESIGN_NICKNAME = pwm_divider
export VERILOG_FILES = /design/flow/design.v
export SDC_FILE = /design/flow/constraint.sdc
export NUM_CORES = 4
export LEC_CHECK = 1
export CORE_AREA = 10 10 107 107
export DIE_AREA = 0 0 117 117
--- flow/constraint.sdc ---
current_design pwm_divider

set clk_period 6.7
set clk_io_pct 0.2

create_clock -name clk0 -period $clk_period [get_ports {clk}]

set non_clock_inputs [all_inputs -no_clocks]
set_input_delay [expr $clk_period * $clk_io_pct] -clock clk0 $non_clock_inputs
set_output_delay [expr $clk_period * $clk_io_pct] -clock clk0 [all_outputs]
==> flow_metrics.tcl <==
# place-and-route summary
set metrics [dict create \
    track_usage_pct 13.7 \
    antenna_cells 0 \
    fmax_mhz 158 \
    cp.required_ns 6.87 \
    antenna_found_initial 0 \
    r2r_start "counter[0]" \
    start_kind "input port" \
    yosysWarnings 1 \
    drt-vias-per-instance 5.13 \
    clk_pin_slew_ns 0.07 \
    grt_max_degree 34 \
    cts_tree "built" \
    drv_cap 0 \
    rows 35 \
    hold_class "reg2reg" \
    end_kind "register" \
    worst_pin_slew_ns 0.544 \
    worstHoldPathCells 1 \
    crit_fanout 16 \
    overflow 0 \
    logic_area_um2 3150 \
    drv_slew 0 \
    cts_inserted_buffers 5 \
    initial_utilization_pct 44.4 \
    skew_ns 0.00498 \
    die_w_um 117 \
    critPathKind "in2reg" \
    core-area_um2 9200 \
    ir_drop_v 0.000234 \
    detail-route-antenna-nets 0 \
    regArea_um2 661 \
    timing.final.crit_share_pct 94.4 \
    finalCriticalPeriod_ns 6.33 \
    placed_area_um2 4560 \
    reg2reg_slack_ns 4.03 \
    dp_hpwl_mm 7.01 \
    gp_congestion 0.940 \
    final_area_um2 4720 \
    topCellsByArea "dfxtp_1 (16%), fa_1 (14%), ha_1 (13%), xnor2_1 (11%), nand2_1 (6.3%)" \
    dieArea_um2 13700 \
    grt_pass1_wl_mm 15.3 \
    drc 0 \
    synth_top_area_share_pct 16.2 \
    wl_per_cell_um 12.9 \
    synthArstFlopShare_pct 0 \
    final-hold-violation-count 0 \
    slew-limit-headroom_pct 63.6 \
    reg2reg_depth 12 \
    yosysChipArea_um2 4090 \
    regToRegEndpoint "counter[3]" \
    syn_inst 506 \
    crit_arrival_ns 6.50 \
    vias 3399 \
    tns_ns 0 \
    drt_iter0_drc 176 \
    ys_ff 33 \
    dr.pass1.iters 4 \
    rsz0062_at_grt "false" \
    fp.dieH_um 117 \
    cts_root_buffer "clkbuf_8" \
    n_fill_cell 884 \
    synthDistinctLibCells 54 \
    ys_cells 506 \
    status "finished, final reports clean" \
    syn_to_final_growth_pct 15.4 \
    ff_type "dfxtp_1" \
    warnings 31 \
    drive_gt1_share_pct 13.4 \
    top_cell "nand2_1" \
    clk_path_buf_depth 2 \
    syn_avg_cell_area_um2 8.07 \
    h-tree-depth 2 \
    numPortBuffers 6 \
    hold_end "counter[0]" \
    p_leak_nw 2.22 \
    power.density_nw_per_um2 304 \
    edf_count 0 \
    synth.top_cells.by_count "nand2_1 (69), inv_1 (50), xnor2_1 (49)" \
    setup_violations 0 \
    io_pins 7 \
    routed_wl_mm 8.56 \
    ctsHoldBuffers 0 \
    grt_pass1_vias 3257 \
    hold_path_startpoint "counter[0]" \
    clkLatencyLatePin_ns 0.28 \
    largest_area_cell "dfxtp_1" \
    cts.sinks 33 \
    ys_seq_share_pct 16.2 \
    syn_area_um2 4090 \
]
==> layout by cell type (no fill, tap or decap), drive strengths merged, types with 6 or more instances in the layout <==
master  synthesis  routed
dfxtp          33      33
nor2           45      45
buf            11      51
nand4          10      10
o21ai          11      11
ha             43      43
xor2            8       8
nor2b           6       6
fa             29      29
clkbuf          9       8
and3           12      12
nand2          69      69
nand3          24      24
and2           15      15
inv            50      50
xnor2          49      49
a21oi          14      14
==> worst max-delay path by stage <==
stage	end	startpoint
global route	tick	pow5[0]
CTS	tick	pow2[0]
finish	counter[3]	pow5[0]
==> state kept, by name, summed over array words and instances, names as in the netlist <==
name / flops
tick: 1
counter: 32
==> cell families (layout without fill, tap and decap cells) <==
| family | Yosys count | in the layout | share of synthesized area [%] |
|---|---|---|---|
| multiplexers | 1 | 1 | 0.245 |
| adder cells (fa/ha/maj) | 72 | 72 | 27.4 |
| AND-OR/OR-AND | 64 | 64 | 11.2 |
| buffers and inverters | 71 | 116 | 7.35 |
| flip-flops | 33 | 33 | 16.2 |
| AND/OR/NAND/NOR | 208 | 208 | 25.4 |
| XOR/XNOR | 57 | 57 | 12.2 |
==> report_power, final <==
| group | total [W] | switching, W | internal, W |
|---|---|---|---|
| combinational | 0.00109 | 0.000566 | 0.000521 |
| sequential | 0.000199 | 0.00000124 | 0.000198 |
| clock | 0.000148 | 0.0000665 | 0.0000814 |
==> worst max-delay path, cell delays in order <==
cell and delay [ns]:
clkdlybuf4s50_1 0.55, inv_1 0.13, fa_1 0.53, fa_1 0.44
fa_1 0.55, inv_1 0.05, fa_1 0.46, ha_1 0.31
and3_1 0.21, a221oi_4 0.36, buf_4 0.18, o211ai_1 0.09
a41oi_1 0.32, xnor2_1 0.15, nand3_1 0.14, nor4_4 0.26
buf_4 0.18, clkbuf_16 0.17, nor2_1 0.05
==> routing by layer <==
layer	global-route usage [%]	share of wire (%)	up-vias	wire length [um]
li1	-	-	1781	-
met1	20.8	51	1552	4360
met2	20.8	44	53	3750
met3	2.32	3.2	13	278
met4	2.31	2.0	0	170
met5	0	0	-	0
==> through the flow <==
stage | hold slack (ns) | worst slack, ns | power (W) | std cells | utilization [%]
after CTS | 0.472 | 0.0240 | 0.00141 | 659 | 50.5
after floorplan | 0.440 | 0.546 | 0.000919 | 506 | -
after global placement | 0.458 | -0.203 | 0.00126 | 652 | 49.6
after detailed placement | 0.462 | -0.253 | 0.00125 | 652 | 49.6
final | 0.468 | 0.374 | 0.00143 | 662 | 51.3
after global routing | 0.501 | 0.143 | 0.00158 | 662 | 51.3
==> layout make-up <==
cell class / count / share of cell area [%]
inverter: 51 / 4.09
clock buffer: 7 / 1.83
tap: 111 / 2.95
timing repair buffer: 58 / 10.3
sequential: 33 / 14.0
multi-input combinational: 402 / 66.8
==> what timing repair did <==
action                                  CTS  global route
setup buffers                             0             2
resized                                   0            11
endpoints found under the setup margin    0            32
No activity file was given, so power comes from the tool's default toggle rates.
