===== design/flow/run.sh =====
#!/bin/bash
# OpenROAD 26Q1-2900-gdf79404cd8, Yosys 0.63+post, stock flow scripts
make -C /OpenROAD-flow-scripts/flow DESIGN_CONFIG=/design/flow/config.mk WORK_HOME=/design/flow/orfs finish

===== design/flow/config.mk =====
export PLATFORM = sky130hd
export DESIGN_NAME = top
export DESIGN_NICKNAME = top
export VERILOG_FILES = /design/flow/design.v
export SDC_FILE = /design/flow/constraint.sdc
export NUM_CORES = 4
export LEC_CHECK = 1
export CORE_UTILIZATION = 40

===== design/flow/constraint.sdc =====
current_design top

set clk_period 4.1
set clk_io_pct 0.2

create_clock -name clk0 -period $clk_period [get_ports {clk}]

set non_clock_inputs [all_inputs -no_clocks]
set_input_delay [expr $clk_period * $clk_io_pct] -clock clk0 $non_clock_inputs
set_output_delay [expr $clk_period * $clk_io_pct] -clock clk0 [all_outputs]

===== design/flow/design.v =====
`timescale 1ns/1ps
module baud_gen #(
    parameter integer CLK_FREQ_HZ = 1_600_000,
    parameter integer BAUD_RATE   = 100_000
)(
    input  wire clk,
    input  wire rst_n,
    input  wire en,       
    input  wire align,    
    output reg  tick
);
    localparam integer DIVISOR = CLK_FREQ_HZ / BAUD_RATE;
    integer count;
    always @(posedge clk or negedge rst_n) begin
        if (!rst_n) begin
            count <= 0;
            tick  <= 0;
        end else if (align) begin
            count <= 0;
            tick  <= 0;
        end else if (en) begin
            if (count == DIVISOR - 1) begin
                count <= 0;
                tick  <= 1;
            end else begin
                count <= count + 1;
                tick  <= 0;
            end
        end else begin
            tick <= 0;
        end
    end
endmodule
`timescale 1ns/1ps
module detector(
    input  wire [3:0] window,
    input  wire [3:0] pattern,
    output wire match
);
    assign match = (window == pattern);
endmodule
`timescale 1ns/1ps
module sipo_reg #(
    parameter WIDTH = 8
)(
    input  wire clk,
    input  wire rst_n,
    input  wire shift_en,
    input  wire bit_in,
    output reg  [WIDTH-1:0] data_out
);
    always @(posedge clk or negedge rst_n) begin
        if (!rst_n)
            data_out <= 0;
        else if (shift_en)
            data_out <= {data_out[WIDTH-2:0], bit_in};  
    end
endmodule
`timescale 1ns/1ps
module top #(
    parameter integer CLK_FREQ_HZ = 1_600_000,
    parameter integer BAUD_RATE   = 100_000,
    parameter integer ID_LAST_DIGIT = 6
)(
    input  wire clk,
    input  wire rst_n,
    input  wire rx,
    output wire match,
    output wire framing_error,
    output wire [7:0] shift_window,
    output wire frame_done,
    output wire bit_strobe
);
    localparam [3:0] PATTERN = ID_LAST_DIGIT[3:0];
    wire baud_tick, sampler_align, sampler_bit_valid, sampler_bit, sampler_busy;
    wire match_comb;
    wire [3:0] window_next;
    reg match_toggle;
    reg [1:0] match_sync;
    reg match_pending;
    baud_gen #(.CLK_FREQ_HZ(CLK_FREQ_HZ), .BAUD_RATE(BAUD_RATE)) U_BAUD (
        .clk(clk), .rst_n(rst_n),
        .en(sampler_busy), .align(sampler_align), .tick(baud_tick)
    );
    uart_sampler #(.CLK_FREQ_HZ(CLK_FREQ_HZ), .BAUD_RATE(BAUD_RATE)) U_SAMPLER (
        .clk(clk), .rst_n(rst_n), .rx(rx),
        .tick(baud_tick), .align(sampler_align),
        .bit_valid(sampler_bit_valid),
        .bit_data(sampler_bit),
        .framing_error(framing_error),
        .frame_done(frame_done),
        .busy(sampler_busy)
    );
    sipo_reg #(.WIDTH(8)) U_SIPO (
        .clk(clk), .rst_n(rst_n),
        .shift_en(sampler_bit_valid),
        .bit_in(sampler_bit),
        .data_out(shift_window)
    );
    detector U_DETECTOR (
        .window(shift_window[3:0]),
        .pattern(PATTERN),
        .match(match_comb)
    );
    assign window_next = {shift_window[2:0], sampler_bit};
    assign bit_strobe = sampler_bit_valid;
    always @(posedge clk or negedge rst_n) begin
        if (!rst_n)
            match_pending <= 0;
        else if (sampler_bit_valid)
            match_pending <= (window_next == PATTERN);
        else
            match_pending <= 0;
    end
    always @(posedge clk or negedge rst_n) begin
        if (!rst_n)
            match_toggle <= 0;
        else if (match_pending)
            match_toggle <= ~match_toggle;
    end
    always @(posedge clk or negedge rst_n) begin
        if (!rst_n)
            match_sync <= 0;
        else
            match_sync <= {match_sync[0], match_toggle};
    end
    assign match = match_sync[1] ^ match_sync[0];
endmodule
`timescale 1ns/1ps
module uart_sampler #(
    parameter integer CLK_FREQ_HZ = 1_600_000,
    parameter integer BAUD_RATE   = 100_000
)(
    input  wire clk,
    input  wire rst_n,
    input  wire rx,
    input  wire tick,
    output reg  align,
    output reg  bit_valid,
    output reg  bit_data,
    output reg  framing_error,
    output reg  frame_done,
    output reg  busy
);
    localparam integer BIT_TOTAL = 8;
    reg [3:0] bit_count;
    reg rx_d, rx_q;
    always @(posedge clk) begin
        rx_q <= rx_d;
        rx_d <= rx;
    end
    wire start_detected = (rx_q == 1 && rx_d == 0);  
    always @(posedge clk or negedge rst_n) begin
        if (!rst_n) begin
            busy <= 0;
            align <= 0;
            bit_valid <= 0;
            frame_done <= 0;
            framing_error <= 0;
            bit_count <= 0;
        end else begin
            align <= 0;
            bit_valid <= 0;
            frame_done <= 0;
            if (!busy && start_detected) begin
                busy <= 1;
                align <= 1;      
                bit_count <= 0;
            end else if (busy && tick) begin
                bit_data <= rx_d;
                bit_valid <= 1;
                bit_count <= bit_count + 1;
                if (bit_count == BIT_TOTAL - 1) begin
                    busy <= 0;
                    frame_done <= 1;
                end
            end
        end
    end
endmodule

==> metrics.cfg <==
[setup_path]
max_stage_delay_ns = 0.58
rrSetupSlack_ns = 2.01
cp_max_fo = 10
crit_required_ns = 3.28
slowest_stage = dfrtp_1
worstSetupEndpointType = output pin
crit_path_cell_trace = clkdlybuf4s50_1
start_kind = flop
crit_arrival_ns = 1.42
cp.buffers_inverters = 1
crit_family = flip-flops
critPathKind = reg -> out

[synthesis]
synth_area_leader_cell = dfrtp_1
synth-edff-count = 1
async_reset_ff_frac = 0.9464
synthTopCellsByArea = dfrtp_1 49%, nand2_1 3.8%, nor2_1 3.8%
synth_area_um2 = 2691
ys_cells = 265
ys_seq_frac = 0.5188
syn_area_per_cell_um2 = 10.16
ys_types = 49
synthFlopType = dfrtp_1
synthCells = 265
ys_ff = 56
top_cell_area_share = 0.4928
yosysChipArea_um2 = 2691
ys_warn_count = 4

[grt]
grt_max_degree = 55
grt_usage = 0.1639
antenna_found_initial = 0
grt_pass1_vias = 1829
grt_pass1_wl_mm = 9.004
gr-total-overflow = 0

[cts]
cts.sinks = 56
cts-resized-gates = 0
cts_setup_buffers = 0
cts_buffers = 5
root_buffer = clkbuf_8
cts_tree = yes
cts.path.max_buffers = 2
cts_hold_buf = 0
htreeDepth = 2
clock_latency_ns = 0.30
clk_transition_reported_paths_ns = 0.09

[final_layout]
drive_gt1_frac = 0.08633
layout_top_cell = dfrtp_1
area.growth.synth_to_final_pct = 10.60
final_cell_mix = 53 x dfrtp_1, 27 x nand2_1, 27 x nor2_1

[final_timing]
rsz0062_at_grt = no
hold_viol_final = 0
worstMarginPinSlew_ns = 0.6716
period_needed_ns = 2.241
max_freq_mhz = 446.2
setup_violations = 0
skew_ns = 0.006244
fin_ws_ns = 1.859
setup_tns_ns = 0
drv_slew = 0
slew_headroom = 0.5523
finalCritPeriodShare = 0.5466

[pwr]
cellPowerDensity_nw_per_um2 = 396.9
comb_power_share = 0.177
swShare = 0.2962
switchingPower_mw = 0.3500
p_leak_nw = 1.381
clkPwrFrac = 0.262
p_int_mw = 0.8316
seqPwrFrac = 0.561
ir_drop_mv = 0.2261

[routing]
dr.pass1.iters = 4
vias = 2001
insertedDiodeCount = 0
wl_per_cell_um = 14.73
antenna_left = 0
drtIter0Drc = 197
wirelength_mm = 5.228
vias_per_cell = 5.637
drc_errors = 0

[placement]
gp_congestion = 0.8835
dp_hpwl_mm = 3.603
io_buffers = 13
pre_cts_ws_ns = 2.027

[flow_run]
warnings = 25
drv_cap = 0

[die]
pin_count = 15
die_h_um = 84.03
rows = 29
die_x_um = 84.03
core_area_um2 = 6422
fp_util = 0.4191
dieArea_um2 = 7060

[outcome]
status = finished, final reports clean

[min_path]
hold_class = reg -> reg

metal layers:
layer,up-vias,part of all wire,GRT usage
li1,983,-,-
met1,972,0.52,0.2898
met2,42,0.43,0.2258
met3,4,0.037,0.02309
met4,0,0.011,0.02978
met5,-,0,0
flip-flops by register name, indices dropped and copies added, names as in the netlist:
name and cells:
U_BAUD.count 32, U_BAUD.tick 1, U_SAMPLER.align 1, U_SAMPLER.bit_count 4, U_SAMPLER.bit_data 1, U_SAMPLER.bit_valid 1
U_SAMPLER.busy 1, U_SAMPLER.frame_done 1, U_SAMPLER.rx_d 1, U_SAMPLER.rx_q 1, U_SIPO.data_out 8, match_pending 1
match_sync 2, match_toggle 1
Yosys cell counts (2+ instances only):
library cell   n
o22ai_1        2
clkbuf_1       4
inv_1          7
and2_1         3
or3_1          3
o211ai_1       3
dfxtp_1        2
a31oi_1        8
a41oi_1        2
nand2_1       27
nor2_1        27
or4_1          2
buf_2          3
dfrtp_1       53
o21bai_1       2
xnor2_1        8
nand4_1       14
nor3b_1        3
nor4_4         2
nand3_1       10
and4_1         2
nor3_1         2
a21oi_1        9
nor4_1         9
xor2_1        11
mux2_2         7
o21ai_0        6
and3_1         9
nand2b_1       4
ha_1           2
kinds of logic (layout without fill, tap and decap cells):
| group | after synthesis | count (layout) | synth area share |
|---|---|---|---|
| multiplexers | 7 | 7 | 0.02929 |
| XOR/XNOR | 19 | 19 | 0.06183 |
| adder cells (fa/ha/maj) | 2 | 2 | 0.009297 |
| AND-OR/OR-AND | 37 | 37 | 0.08694 |
| flip-flops | 56 | 56 | 0.5188 |
| buffers and inverters | 17 | 30 | 0.02696 |
| other | 1 | 1 | 0.001393 |
| AND/OR/NAND/NOR | 126 | 126 | 0.2655 |
power by group through the flow:
stage / clock network, mW / logic [mW] / registers (mW)
final: 0.309 / 0.210 / 0.663
after global routing: 0.343 / 0.235 / 0.676
after CTS: 0.326 / 0.211 / 0.664
through the flow:
step | area (um2) | hold slack [ns] | util | power [mW] | instances
final | 2977 | 0.3799 | 0.4635 | 1.182 | 355
after global placement | 2882 | 0.3668 | 0.4487 | 0.8826 | 347
after global routing | 2977 | 0.4098 | 0.4635 | 1.254 | 355
after floorplan | 2691 | 0.3478 | - | 0.8108 | 265
after detailed placement | 2882 | 0.3691 | 0.4487 | 0.8851 | 347
after CTS | 2977 | 0.3840 | 0.4635 | 1.201 | 355
layout make-up:
class / instances / area [um2]
multi-input combinational: 192 / 1222
tap: 77 / 96.34
timing repair buffer: 15 / 140.1
inverter: 7 / 26.28
sequential: 56 / 1396
clock inverter: 1 / 8.758
fill: 580 / 3446
clock buffer: 7 / 86.33
worst paths after layout:
| path | end | startpoint | cells past startpoint |
|---|---|---|---|
| max | bit_strobe | U_SAMPLER.bit_valid | 1 |
| min | U_SAMPLER.rx_q | U_SAMPLER.rx_d | 0 |
| min reg2reg | U_SAMPLER.rx_q | U_SAMPLER.rx_d | 0 |
| max reg2reg | U_BAUD.count[24] | U_BAUD.count[0] | 6 |
| max in group asynchronous | U_BAUD.count[12] | rst_n | 2 |
| min in group asynchronous | U_BAUD.count[9] | rst_n | 2 |
No activity file was given, so power comes from the tool's default toggle rates.
